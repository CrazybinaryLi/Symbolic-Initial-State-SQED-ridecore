--- /design/flow/design.v ---
`default_nettype none
  module UartTx(CLK, RST_X, DATA, WE, TXD, READY);
   input wire  CLK, RST_X, WE;
   input wire [7:0] DATA;
   output reg  TXD, READY;
   reg [8:0]   cmd;
   reg [11:0]  waitnum;
   reg [3:0]   cnt;
   always @(posedge CLK or negedge RST_X) begin
      if(~RST_X) begin
         TXD       <= 1'b1;
         READY     <= 1'b1;
         cmd       <= 9'h1ff;
         waitnum   <= 0;
         cnt       <= 0;
      end else if( READY ) begin
         TXD       <= 1'b1;
         waitnum   <= 0;
         if( WE )begin
            READY <= 1'b0;
            cmd   <= {DATA, 1'b0};
            cnt   <= 10;
         end
      end else if( waitnum >= 'd50 ) begin
         TXD       <= cmd[0];
         READY     <= (cnt == 1);
         cmd       <= {1'b1, cmd[8:1]};
         waitnum   <= 1;
         cnt       <= cnt - 1;
      end else begin
         waitnum   <= waitnum + 1;
      end
   end
endmodule
module TX_FIFO(CLK, RST_X, D_IN, WE, RE, D_OUT, D_EN, RDY, ERR);
   input  wire       CLK, RST_X, WE, RE;
   input  wire [7:0] D_IN;
   output reg [7:0]  D_OUT;
   output reg        D_EN, ERR;
   output wire       RDY;
   reg [7:0] 	     mem [0:2048-1];  
   reg [10:0] 	     head, tail;     
   assign RDY = (D_EN==0 && head!=tail);
   always @(posedge CLK) begin
      if(~RST_X) begin 
         {D_EN, ERR, head, tail, D_OUT} <= 0;
      end
      else begin            
         if(WE) begin   
            mem[tail] <= D_IN;
            tail <= tail + 1;
            if(head == (tail + 1)) ERR <= 1;  
         end
         if(RE) begin   
            D_OUT <= mem[head];
            D_EN  <= 1;
            head <= head + 1;
         end else begin
            D_EN <= 0;
         end
      end
   end
endmodule
module SingleUartTx(CLK, RST_X, TXD, ERR, DT01, WE01);
   input  wire       CLK, RST_X;
   input  wire [7:0] DT01;
   input  wire 	     WE01;
   output wire 	     TXD, ERR;
   wire 	     RE01;
   wire [7:0] 	     data01;
   wire 	     en01;
   wire 	     RDY01;
   wire 	     ERR01;
   wire 	     TxRdy;
   assign ERR = ERR01;
   assign RE01 = (RDY01 & TxRdy);
   TX_FIFO fifo_01(CLK, RST_X, DT01, WE01, RE01, data01, en01, RDY01, ERR01); 
   UartTx send(CLK, RST_X, data01, en01, TXD, TxRdy);
endmodule
module UartRx(CLK, RST_X, RXD, DATA, EN);
   input  wire       CLK, RST_X, RXD;  
   output reg [7:0]  DATA;             
   output reg        EN;               
   reg [3:0] 	     stage;
   reg [12:0] 	     cnt;              
   reg [11:0] 	     cnt_start;        
   wire [12:0] 	     waitcnt;
   assign waitcnt = 'd50;
   always @(posedge CLK or negedge RST_X)
     if (~RST_X) cnt_start <= 0;
     else        cnt_start <= (RXD) ? 0 : cnt_start + 1;
   always @(posedge CLK or negedge RST_X)
     if(~RST_X) begin
        EN     <= 0;
        stage  <= 'd0;
        cnt    <= 1;
        DATA   <= 0;
     end else if (stage == 'd0) begin  
        EN <= 0;
        stage <= (cnt_start == (waitcnt >> 1)) ? 'd1 : stage;
     end else begin
        if (cnt != waitcnt) begin
           cnt <= cnt + 1;
           EN <= 0;
        end else begin  
           stage  <= (stage == 'd9) ? 'd0 : stage + 1;
           EN     <= (stage == 8)  ? 1 : 0;
           DATA   <= {RXD, DATA[7:1]};
           cnt <= 1;
        end
     end
endmodule
module PLOADER(CLK, RST_X, RXD, ADDR, DATA, WE_32, WE_128, DONE);
   input  wire       CLK, RST_X, RXD;
   output reg [31:0] ADDR;
   output reg [127:0] DATA;
   output reg        WE_32;
   output reg 	     WE_128;
   output reg        DONE;
   reg [31:0] 	     waddr;  
   wire 	     SER_EN;
   wire [7:0] 	     SER_DATA;
   UartRx recv(CLK, RST_X, RXD, SER_DATA, SER_EN);
   always @(posedge CLK or negedge RST_X) begin
      if(~RST_X) begin
         {ADDR, DATA, WE_32, WE_128, waddr, DONE} <= 0;
      end else begin
         if(DONE==0 && SER_EN) begin
            ADDR   <= waddr;            
            DATA   <= {SER_DATA, DATA[127:8]};
            WE_32  <= (waddr[1:0]==3) ? 1'b1 : 1'b0;
	    WE_128 <= (waddr[3:0]==15) ? 1'b1 : 1'b0;
            waddr <= waddr + 1;
            if(waddr>=8*1024) DONE <= 1;
         end else begin
            WE_32 <= 0;
	    WE_128 <= 0;
            if(waddr>=8*1024) DONE <= 1;
         end
      end
   end
endmodule
`default_nettype wire
--- /design/flow/run.sh ---
#!/bin/bash
# OpenROAD 26Q1-2900-gdf79404cd8, Yosys 0.63+post, stock flow scripts
make -C /OpenROAD-flow-scripts/flow DESIGN_CONFIG=/design/flow/config.mk WORK_HOME=/design/flow/orfs finish
--- /design/flow/config.mk ---
export PLATFORM = sky130hd
export DESIGN_NAME = SingleUartTx
export DESIGN_NICKNAME = SingleUartTx
export VERILOG_FILES = /design/flow/design.v
export SDC_FILE = /design/flow/constraint.sdc
export NUM_CORES = 4
export LEC_CHECK = 1
export CORE_UTILIZATION = 40
export SYNTH_MEMORY_MAX_BITS = 65536
--- /design/flow/constraint.sdc ---
current_design SingleUartTx

set clk_period 7388.6
set clk_io_pct 0.2

create_clock -name clk0 -period $clk_period [get_ports {CLK}]

set non_clock_inputs [all_inputs -no_clocks]
set_input_delay [expr $clk_period * $clk_io_pct] -clock clk0 $non_clock_inputs
set_output_delay [expr $clk_period * $clk_io_pct] -clock clk0 [all_outputs]
==> flow_metrics.py <==
# Synthesis and PnR figures
metrics = {
    "outcome": {
        "status": "complete, but fails checks",
        "violations": "capacitance limit, slew limit",
    },
    "cells_and_area": {
        "area_growth_pct": 13.41,
        "comb_area_sq_um": 134800,
        "drive_gt1_share_pct": 24.60,
        "regArea_sq_um": 493400,
        "num-fill-cells": 129600,
    },
    "synthesis": {
        "ys.flops": 16440,
        "synth.distinct_cells": 99,
        "ys_area_sq_um": 639000,
        "ys_cells": 30100,
        "ys_seq_share_pct": 77.20,
        "synthArstFlopShare_pct": 0.1642,
        "flop_cell": "edfxtp_1",
        "edf_count": 16380,
        "syn_inst": 30100,
        "syn_area_sq_um": 639000,
        "avgSynthCellArea_sq_um": 21.23,
        "yosysWarnings": 2,
    },
    "global_routing": {
        "grt_pass1_wl_um": 3059000,
        "grt_overflow": 0,
        "grt_use_met2_pct": 40.11,
        "grt_max_degree": 101,
        "antenna_found_initial": 318,
        "grt_use_met1_pct": 28.40,
        "grt_use_met3_pct": 32.62,
        "grt_pass1_vias": 369000,
        "grt_busiest_layer": "met2",
        "track_usage_pct": 31.02,
    },
    "clock_network": {
        "root_buffer": "clkbuf_16",
        "clkLatencyLatePin_ns": 1.40,
        "cts.clk_slew.worst_paths_ns": 0.06,
        "hold_buffers": 0,
        "htree_levels": 7,
        "clock_path_buffers": 6,
        "cts_setup_buffers": 0,
        "post_cts_resized": 0,
        "cts_tree": "built",
        "cts_made_buffers": 1674,
        "cts_sinks": 16440,
    },
    "final_timing": {
        "finalCritPeriodShare_pct": 20.06,
        "clock_skew_ns": 0.1575,
        "final_hold_viol_count": 0,
        "clock.fmax_ghz": 0.0006748,
        "tightestPinTransition_ns": 1.531,
        "rsz0062_at_grt": "no",
        "period_minus_slack_ns": 1481.83,
        "relSlewSlack_pct": -2.084,
        "finalSetupViolations": 0,
        "tns_ns": 0,
        "slew_viol_final": 2,
        "hold-worst-slack_ns": 0.4854,
    },
    "job": {
        "warnings": 40,
        "drv_cap": 1,
    },
    "place": {
        "dp_hpwl_um": 1482000,
        "gp_congestion": 1.010,
        "portBuffers": 12,
    },
    "worst_setup_path": {
        "end_kind": "flip-flop",
        "crit_arrival_ns": 1482.84,
        "reg2reg_setup_slack_ns": 7378.93,
        "crit_fanout": 26,
        "path_class": "input port to flip-flop",
        "worstSetupStartpointType": "input port",
        "crit_required_ns": 7389.62,
    },
    "die": {
        "fp_util_pct": 40.08,
        "fp-row-count": 464,
        "core-area_sq_um": 1594000,
        "fp.dieW_um": 1266,
        "ios": 13,
        "die_h_um": 1266,
        "die_area_sq_um": 1603000,
    },
    "detailed_routing": {
        "detail_route.first_pass.iterations": 8,
        "vias": 333500,
        "drt-total-wl_um": 2264000,
        "post_drt_wl_per_cell_um": 41.45,
        "drtIter0Drc": 28310,
        "drc": 0,
        "viasPerCell": 6.105,
        "antenna_left": 0,
    },
    "min_path": {
        "hold_path.class": "flip-flop to flip-flop",
    },
    "power_and_ir_drop": {
        "powerDensity_nw_per_um2": 0.2970,
        "p_leak_nw": 217.3,
        "irDropWorstVdd_mv": 0.0002599,
    },
}
## sequential cells by signal (all words and copies together) (netlist names)
signal         cells
send.cmd           9
send.cnt           4
send.READY         1
send.waitnum      12
fifo_01.D_EN       1
fifo_01.tail      11
send.TXD           1
fifo_01.ERR        1
fifo_01.head      11
fifo_01.mem    16384
fifo_01.D_OUT      8
## synthesized netlist by cell type, drive strengths merged (31+ instances only)
library cell  count  area (sq um)
a2111oi          38         359.1
a211oi          194          1466
a21oi           555          2778
a221oi          354          3132
a22o             54         473.0
a22oi           347          2610
a31oi            86         538.0
and2             39         244.0
buf            1156          8735
clkbuf          853          3226
dfxtp            32         640.6
edfxtp        16380        492000
mux2             47         529.3
mux2i          1669         16710
mux4           3667         82730
nand2           568          2132
nand3           183         920.9
nand4            47         294.0
nor2           2252          8453
nor2b            48         300.3
nor3             83         415.4
o2111ai          31         271.5
o211ai           49         367.9
o21ai           430          2152
o221ai          135          1182
o22ai           332          2077
## worst paths after layout
kind                                      start                   to  cells after the start
worst max-delay path                       WE01  fifo_01.mem[886][0]                      9
worst min-delay path                send.cmd[5]          send.cmd[5]                      2
worst max register to register  fifo_01.head[1]     fifo_01.D_OUT[2]                     19
worst min register to register      send.cmd[5]          send.cmd[5]                      2
max in group asynchronous                 RST_X      send.waitnum[3]                      2
min in group asynchronous                 RST_X          send.cnt[1]                      2
## cells by family (layout without fill, tap and decap cells)
logic type      count (synthesis)  count (layout)  share of synthesized area (%)
compound gates               2852            2852                          3.067
xor+xnor                       39              39                        0.05346
fa+ha+maj                       9               9                        0.01762
buf+inv                      2032            4751                          1.885
flops                       16440           16440                          77.20
mux                          5383            5383                          15.64
other cells                     1             605                      0.0005869
simple gates                 3343            3343                          2.130
## layout by cell type (no fill, tap or decap), types with 78 or more instances in the layout
cell / instances
edfxtp_1: 16380
mux4_2: 3628
nor2_1: 2200
clkbuf_16: 1695
mux2i_1: 1669
buf_4: 1646
diode_2: 599
a21oi_1: 550
nand2_1: 541
o21ai_0: 401
a221oi_1: 346
a22oi_1: 346
clkinv_1: 334
o22ai_1: 332
clkinv_2: 326
clkbuf_1: 227
bufinv_16: 214
a211oi_1: 184
nand3_1: 169
o221ai_1: 135
clkinvlp_4: 106
a31oi_1: 82
nor3_1: 78
## critical path, stage by stage
cell             delay (ns)
clkdlybuf4s50_1        0.70
buf_4                  0.35
and2_2                 0.23
buf_4                  0.68
nand4_1                0.93
buf_4                  0.53
buf_4                  0.31
buf_4                  0.46
nor2_1                 0.72
## per-layer routing
layer  up-vias  wire length [um]
met5         -             18790
met4       500            151600
met3      5414            533400
met2     32860            971800
met1    165100            588600
li1     129700                 -
## report_power, final
part	internal, mW	total [mW]	switching [mW]
clock network	0.0493	0.0849	0.0356
registers	0.103	0.103	0.000115
logic	0.0115	0.0274	0.0158
## stage by stage
| step | power [mW] | instance area, sq um | instances | setup WS [ns] | util [%] |
|---|---|---|---|---|---|
| floorplan | 0.1236 | 639000 | 30110 | 5908.95 | - |
| global placement | 0.1319 | 668700 | 51020 | 5905.61 | 41.95 |
| detailed placement | 0.1319 | 668700 | 51020 | 5905.64 | 41.95 |
| CTS | 0.2155 | 723200 | 54030 | 5907.00 | 45.36 |
| global route | 0.2204 | 723900 | 54330 | 5906.68 | 45.41 |
| finish | 0.2152 | 724700 | 54630 | 5906.77 | 45.46 |
## final cells by class
class | count | share of cell area (%)
Antenna cell | 599 | 0.2068
Clock buffer | 1923 | 5.972
Clock inverter | 1083 | 1.539
Inverter | 23 | 0.01882
Multi-Input combinational cell | 11630 | 18.60
Sequential cell | 16440 | 68.08
Tap cell | 21200 | 3.661
Timing Repair Buffer | 1722 | 1.919
Power figures rest on the tool's default switching activity, not on a simulated workload.
